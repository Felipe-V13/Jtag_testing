<file path="flow/design.v">
module sram (
    input logic [15:0] address,     
    input logic [7:0] data_in,      
    output logic [7:0] data_out,    
    input logic write_enable,       
    input logic read_enable,        
    input logic clk
);
    logic [7:0] memory [65535:0];
    always_ff @(posedge clk) begin
        if (write_enable) begin
            memory[address] <= data_in;
        end
    end
    always_ff @(posedge clk) begin
        if (read_enable) begin
            data_out <= memory[address];
        end else begin
            data_out <= 8'bz;   
        end
    end
endmodule
module top (
    input logic tck, tdi, aclr, ir_in, v_sdr, udr, clk,
    output logic tdo
);
    logic [7:0] data_from_jtag;
    logic [7:0] sram_data_in, sram_data_out;
    logic [15:0] sram_address;
    logic sram_write_enable, sram_read_enable;
    vjtag_interface jtag_inst (
        .tck(tck),
        .tdi(tdi),
        .aclr(aclr),
        .ir_in(ir_in),
        .v_sdr(v_sdr),
        .udr(udr),
        .data(data_from_jtag),
        .tdo(tdo),
        .sram_addr(sram_address),
        .sram_data_out(sram_data_in),   
        .sram_data_in(sram_data_out),   
        .sram_write_enable(sram_write_enable),
    );
    sram sram_inst (
        .address(sram_address),
        .data_in(sram_data_in),
        .data_out(sram_data_out),
        .write_enable(sram_write_enable),
        .clk(clk)
    );
endmodule
module vjtag_interface (
    input wire tck,         
    input wire tdi,         
    input wire aclr,        
    input wire ir_in,       
    input wire v_sdr,       
    input wire udr,         
    output logic [7:0] data,         
    output logic tdo,                
    output logic [15:0] sram_addr,   
    output logic [7:0] sram_data_out,   
    input wire [7:0] sram_data_in,      
    output logic sram_write_enable      
);
    logic [7:0] DR1;   
    logic [15:0] DR2;  
    logic write_enable_internal;  
    wire select_DR1 = ir_in == 1'b1;    
    wire select_DR2 = ir_in == 1'b0;    
    always_ff @ (posedge tck or negedge aclr) begin
        if (~aclr) begin
            DR1 <= 8'b00000000;
            DR2 <= 16'b0000000000000000;
        end else begin
            if (v_sdr) begin
                if (select_DR1) begin
                    DR1 <= {tdi, DR1[7:1]};   
                end else if (select_DR2) begin
                    DR2 <= {tdi, DR2[15:1]};  
                end
            end
        end
    end
    always_ff @(posedge udr or negedge aclr) begin
        if (~aclr) begin
            write_enable_internal <= 1'b0;  
        end else if (udr) begin
            data <= DR1;
            sram_addr <= DR2;
            sram_data_out <= DR1;
            write_enable_internal <= 1'b1;   
        end
    end
    always_comb begin
        sram_write_enable = write_enable_internal;
    end
    always_ff @(posedge tck or negedge aclr) begin
        if (~aclr) begin
            tdo <= 1'b0;
        end else begin
            if (select_DR1) begin
                tdo <= DR1[0];  
            end else begin
                tdo <= 1'b0;
            end
        end
    end
endmodule
</file>
<file path="flow/run.sh">
#!/bin/bash
# OpenROAD 26Q1-2900-gdf79404cd8, Yosys 0.63+post, stock flow scripts
make -C /OpenROAD-flow-scripts/flow DESIGN_CONFIG=/design/flow/config.mk WORK_HOME=/design/flow/orfs finish
</file>
<file path="flow/config.mk">
export PLATFORM = sky130hd
export DESIGN_NAME = top
export DESIGN_NICKNAME = top
export VERILOG_FILES = /design/flow/design.v
export SDC_FILE = /design/flow/constraint.sdc
export NUM_CORES = 4
export LEC_CHECK = 1
export CORE_AREA = 10 10 70 70
export DIE_AREA = 0 0 80 80
</file>
<file path="flow/constraint.sdc">
current_design top

set clk_period 1.5
set clk_io_pct 0.2

create_clock -name clk0 -period $clk_period [get_ports {tck}]

set non_clock_inputs [all_inputs -no_clocks]
set_input_delay [expr $clk_period * $clk_io_pct] -clock clk0 $non_clock_inputs
set_output_delay [expr $clk_period * $clk_io_pct] -clock clk0 [all_outputs]
</file>
==> run_results.csv <==
group,metric,value,unit
cts,clk_path_buf_depth,2,
synthesis,logic_family,"multiplexers",
grt,track_usage,1.70,%
setup_path,start_kind,"register",
routing,top_layer_used,"met4",
synthesis,synth.cellmix.compoundShare,0,%
floorplan,core_area,0.00342,mm2
final_timing,fin_crit,1.32,ns
floorplan,fp-utilization,9.63,%
synthesis,top_area_cell,"dfrtp_1",
placement,gp_congestion,0.701,
final_timing,max_clock_freq,756,MHz
synthesis,synth_seq_share,68.4,%
setup_path,cp_slowest_stage_delay,0.45,ns
final_timing,fin_ws,0.177,ns
run_status,outcome,"complete, no violations",
synthesis,xor_area_share,0,%
routing,antenna_left,0,
routing,wl_met2,124,um
floorplan,die_y,80,um
run,warnings,27,
synthesis,synth.cellmix.adderShare,0,%
cells_and_area,layout_top_cell,"dfrtp_1",
final_timing,worstMarginPinSlew,0.377,ns
setup_path,cp_num_buf_inv,1,
setup_path,cp_data_required_time,1.20,ns
cts,clock-root-buffer,"clkbuf_4",
cts,cts_resized,0,
synthesis,top_cell_area_share,68.4,%
floorplan,die_w,80,um
cells_and_area,drive_gt1_share,46.4,%
pwr,p_total,0.000670,W
cts,cts_tree,"yes",
cells_and_area,area_growth_syn_to_layout,40.7,%
min_path,hold_path_class,"primary input to asynchronous set/reset pin",
floorplan,core.rowCount,21,
grt,grt_max_degree,10,
final_timing,relSlewSlack,74.8,%
synthesis,yosysUniqueCellTypes,4,
routing,vias_per_cell,2.35,
grt,grt_remaining_overflow,0,
setup_path,cp.arrival,1.02,ns
routing,n_antenna_cell,0,
synthesis,ys_cells,19,
setup_path,reg2regPathDepth,1,
cells_and_area,layout.cells.most_common_list,"9 x dfrtp_1, 8 x mux2_2, 5 x clkdlybuf4s50_1",
cts,htree_levels,1,
cells_and_area,flop_area,225,um2
setup_path,critPathCaptureType,"output pin",
synthesis,mux_area_share,27.4,%
grt,grt_pass1_wl,821,um
routing,wl_met3,112,um
pwr,peakVddDrop,0.000266,V
final_timing,hold_viol_final,0,
setup_path,reg2reg_from,"jtag_inst.DR1[5]",
routing,drt-total-wl,466,um
placement,place_area,437,um2
setup_path,r2r-end,"jtag_inst.DR1[4]",
floorplan,pin_count,8,
pwr,p_leak,0.184,nW
routing,wire_per_inst,6.30,um
cts,cts_buffers,3,
cts,clk_pin_slew_worst_paths,0.06,ns
placement,numPortBuffers,5,
final_timing,final.setup.tns,0,ns
cts,post-cts-setup-buffer-count,0,
cts,cts_sinks,9,
synthesis,ys_ff,9,
cells_and_area,post-route-cell-area,463,um2
setup_path,cpLargestDelayFamily,"buffers and inverters",
setup_path,r2r_slack,0.76,ns
synthesis,synth_area,329,um2
placement,dp_slack,0.108,ns
routing,drt-met1-wl,218,um
synthesis,yosys_warnings,3,
final_timing,fin_skew,0.000450,ns
synthesis,netlist_instances,19,
setup_path,crit_path_top_delay_cell,"clkdlybuf4s50_1",
cts,ctsHoldBuffers,0,
floorplan,die-area,0.00640,mm2
setup_path,crit_type,"register to output pin",
final_timing,setup_viol,0,
synthesis,syn_avg_cell_area,17.3,um2
cells_and_area,fillCellCount,388,
run,maxCapViolCount,0,
routing,num_vias,174,
synthesis,synthSimpleGateAreaFrac,4.18,%
synthesis,yosysChipArea,329,um2
routing,drc,0,
grt,antenna_found_initial,0,
pwr,power_density,1450,mW/mm2
final_timing,drv_slew,0,
cts,insertion_delay,0.26,ns
setup_path,crit_fanout,1,
cells_and_area,combGateArea,104,um2
final_timing,finalClockPeriodUsage,88.2,%
routing,drt_iter0_markers,3,
synthesis,area_leaders,"dfrtp_1 68%, mux2_2 27%, and2_2 2.3%",
routing,drt_pass1_iterations,2,
setup_path,path_cells,"clkdlybuf4s50_1",
grt,first_global_vias,174,
cells_and_area,final_util,13.6,%
final_timing,rsz0062_at_grt,"false",
-- cell usage after synthesis, drive strengths merged --
cell	count
and2	1
dfrtp	9
mux2	8
nand2	1
-- sequential cells by signal, summed over array words and instances, names as in the netlist --
signal         count
jtag_inst.DR1      8
jtag_inst.tdo      1
-- through the flow --
step | std cells | hold WS (ns)
after CTS | 74 | 0.329
after global routing | 74 | 0.344
after detailed placement | 70 | 0.480
after global placement | 70 | 0.474
final | 74 | 0.327
after floorplan | 19 | 0.00441
-- layer usage --
metal | GRT usage (%) | vias to the layer above
met5 | 0 | -
met4 | 0.352 | 0
met3 | 2.39 | 2
met2 | 1.77 | 8
met1 | 1.89 | 77
li1 | - | 87
-- cells by family after synthesis --
family        Yosys count
flops                   9
simple gates            2
mux                     8
-- layout make-up --
cell class,count,share of cell area (%)
Clock buffer,4,5.68
Multi-Input combinational cell,10,22.4
Sequential cell,9,48.6
Tap cell,46,12.4
Timing Repair Buffer,5,10.8
-- where the power goes --
group	switching (W)	internal [W]	leakage, nW
sequential	0.0000353	0.000334	0.109
combinational	0.0000298	0.0000898	0.0599
clock	0.0000789	0.000102	0.0150
-- how the worst max path moves through the flow --
stage / endpoint / start / cells past startpoint / slack, ns
after CTS: tdo / jtag_inst.tdo / 1 / 0.16
after global routing: tdo / jtag_inst.tdo / 1 / 0.13
final: tdo / jtag_inst.tdo / 1 / 0.18
No activity file was given, so power comes from the tool's default toggle rates.
